==> design.v <==
module fcvrt_w_s(
	input logic [31:0] num1,  
	input logic [2:0] rm,  
	output logic [31:0] out_num  
); 
	logic [31:0] rounded_num, final_int;
	int i;
	logic [23:0] mantissa;
	round r0(num1, rm, rounded_num);
	always_comb begin
		if (rounded_num[30:23] >= 158 && rounded_num[31]) begin
			final_int = 32'h7FFFFFFF;
		end else if (rounded_num[30:23] >= 158 && !rounded_num[31]) begin
			final_int = 32'h10000000;
		end else if (rounded_num[30:23] < 127) begin
			final_int = 32'h00000000;
		end else begin
			i = 32'(rounded_num[30:23] - 127);
			final_int = 32'h00000001;
			final_int = final_int << i;
			mantissa = num1[22:0];
			mantissa = mantissa >> (23-i);
			final_int = final_int + mantissa;
		end
	end
	assign out_num = num1[31] ? (~final_int+1'b1) : final_int;
endmodule
module round(
	input logic [31:0] num1,
	input logic [2:0] rm,
	output logic [31:0] rounded_num
);
	logic [31:0] rounded;
	logic [23:0] overflowCheck;
	logic [22:0] mask, mask2;
	int i, j;
	always_comb begin
		if(rm == 3'b000) begin  
			if (!num1[2]) begin  
				rounded = num1;
			end
			else begin
				if (num1[1:0] == 2'b00) begin  
					if (num1[3]) begin  
						overflowCheck = {1'b0, num1[22:0]};
						overflowCheck = overflowCheck+1;
						if (overflowCheck[23]) begin 
							rounded = {num1[31], num1[30:23]+1'b1, overflowCheck[22:0]};
						end
						else begin
							rounded = {num1[31:23], overflowCheck[22:0]};
						end
					end else begin  
						rounded = num1;
					end
				end
				else begin  
					overflowCheck = {1'b0, num1[22:0]};
					overflowCheck = overflowCheck+1;
					if (overflowCheck[23]) begin
						rounded = {num1[31], num1[30:23]+1'b1, overflowCheck[22:0]};
					end
					else begin
						rounded = {num1[31:23], overflowCheck[22:0]};
					end
				end
			end
		end 
		else if (rm == 3'b001) begin  
			i = 32'(signed'(num1[30:23] - 8'h7F));
			if(i > 0 && i < 23) begin  
				mask = 23'b11111111111111111111111;
				mask = mask >> i; 
				mask = ~mask; 
				rounded = {num1[31:23], (num1[22:0]&mask)};
			end 
			else if (i == 0) begin
				rounded = 32'h3F800000;
			end
			else if (i > 23) begin
				rounded = num1;
			end 
			else begin  
				rounded = 32'b0;
			end
		end
		else if (rm == 3'b010) begin  
			if (!num1[31]) begin  
				i = 32'(signed'(num1[30:23] - 8'h7F));
				if(i > 0 && i < 23) begin  
					mask = 23'b11111111111111111111111;
					mask = mask >> i; 
					mask = ~mask; 
					rounded = {num1[31:23], (num1[22:0]&mask)};
				end 
				else if (i == 0) begin
					rounded = 32'h3F800000;
				end
				else if (i > 23) begin
					rounded = num1;
				end 
				else begin  
					rounded = 32'b0;
				end
			end 
			else begin  
				i = 32'(signed'(num1[30:23] - 8'h7F));
				if(i > 0 && i < 23) begin  
					mask = 23'b11111111111111111111111;
					mask2 = 23'b10000000000000000000000;
					mask = mask >> i; 
					mask2 = mask2 >> (i-1);  
					mask = ~mask; 
					mask = num1[22:0] & mask;
					overflowCheck = {1'b0, mask};
					overflowCheck = overflowCheck + mask2;
					if (overflowCheck[23]) begin
						rounded = {num1[31], (num1[30:23]+1'b1), num1[22:0]};
					end
					else begin
						rounded = {num1[31:23], overflowCheck[22:0]};
					end
				end 
				else if (i == 0) begin
					rounded = 32'h40000000;
				end
				else if (i > 23) begin
					rounded = num1;
				end 
				else begin  
					rounded = 32'b0;
				end
			end
		end
		else if (rm == 3'b011) begin  
			if (num1[31]) begin  
				i = 32'(signed'(num1[30:23] - 8'h7F));
				if(i > 0 && i < 23) begin  
					mask = 23'b11111111111111111111111;
					mask = mask >> i; 
					mask = ~mask; 
					rounded = {num1[31:23], (num1[22:0]&mask)};
				end 
				else if (i == 0) begin
					rounded = 32'h3F800000;
				end
				else if (i > 23) begin
					rounded = num1;
				end 
				else begin  
					rounded = 32'b0;
				end
			end 
			else begin  
				i = 32'(signed'(num1[30:23] - 8'h7F));
				if(i > 0 && i < 23) begin  
					mask = 23'b11111111111111111111111;
					mask2 = 23'b10000000000000000000000;
					mask = mask >> i; 
					mask2 = mask2 >> (i-1);  
					mask = ~mask; 
					mask = num1[22:0] & mask;
					overflowCheck = {1'b0, mask};
					overflowCheck = overflowCheck + mask2;
					if (overflowCheck[23]) begin
						rounded = {num1[31], (num1[30:23]+1'b1), num1[22:0]};
					end
					else begin
						rounded = {num1[31:23], overflowCheck[22:0]};
					end
				end 
				else if (i == 0) begin
					rounded = 32'h40000000;
				end
				else if (i > 23) begin
					rounded = num1;
				end 
				else begin  
					rounded = 32'b0;
				end
			end
		end
		else if (rm == 3'b100) begin  
			i = 32'(signed'(num1[30:23] - 8'h7F));
			if(i > 0 && i < 23) begin  
				mask = 23'b11111111111111111111111;
				mask2 = 23'b10000000000000000000000;
				mask = mask >> i; 
				mask2 = mask2 >> (i-1);  
				mask = ~mask; 
				mask = num1[22:0] & mask;
				overflowCheck = {1'b0, mask};
				overflowCheck = overflowCheck + mask2;
				if (overflowCheck[23]) begin
					rounded = {num1[31], (num1[30:23]+1'b1), num1[22:0]};
				end
				else begin
					rounded = {num1[31:23], overflowCheck[22:0]};
				end
			end 
			else if (i == 0) begin
				rounded = 32'h40000000;
			end
			else if (i > 23) begin
				rounded = num1;
			end 
			else begin  
				rounded = 32'b0;
			end
		end
		else begin  
			if (!num1[2]) begin  
				rounded = num1;
			end
			else begin
				if (num1[1:0] == 2'b00) begin  
					if (num1[3]) begin  
						overflowCheck = {1'b0, num1[22:0]};
						overflowCheck = overflowCheck+1;
						if (overflowCheck[23]) begin 
							rounded = {num1[31], num1[30:23]+1'b1, overflowCheck[22:0]};
						end
						else begin
							rounded = {num1[31:23], overflowCheck[22:0]};
						end
					end else begin  
						rounded = num1;
					end
				end
				else begin  
					overflowCheck = {1'b0, num1[22:0]};
					overflowCheck = overflowCheck+1;
					if (overflowCheck[23]) begin
						rounded = {num1[31], num1[30:23]+1'b1, overflowCheck[22:0]};
					end
					else begin
						rounded = {num1[31:23], overflowCheck[22:0]};
					end
				end
			end
		end
	end
	assign rounded_num = rounded;
endmodule
==> run.sh <==
#!/bin/bash
# OpenROAD 26Q1-2900-gdf79404cd8, Yosys 0.63+post, stock flow scripts
make -C /OpenROAD-flow-scripts/flow DESIGN_CONFIG=/design/flow/config.mk WORK_HOME=/design/flow/orfs finish
==> config.mk <==
export PLATFORM = sky130hd
export DESIGN_NAME = fcvrt_w_s
export DESIGN_NICKNAME = fcvrt_w_s
export VERILOG_FILES = /design/flow/design.v
export SDC_FILE = /design/flow/constraint.sdc
export NUM_CORES = 4
export LEC_CHECK = 1
export CORE_UTILIZATION = 30
export SYNTH_HDL_FRONTEND = slang
==> constraint.sdc <==
current_design fcvrt_w_s

set clk_period 22.6
set clk_io_pct 0.2

create_clock -name clk0 -period $clk_period

set non_clock_inputs [all_inputs -no_clocks]
set_input_delay [expr $clk_period * $clk_io_pct] -clock clk0 $non_clock_inputs
set_output_delay [expr $clk_period * $clk_io_pct] -clock clk0 [all_outputs]
==> ci_impl_report.md <==
## PnR job results

| Metric | Value |
|---|---|
| Status | complete, no violations |
| Total Routing Usage GR | between 20 and 25% |
| Io pins | approximately 67 |
| Die H | between 150 and 200 µm |
| Die ar. | between 20000 and 25000 µm² |
| ANT cells | 0 |
| Post-synth seq share | 0% |
| Unique masters post-synth | approximately 100 |
| Post-route clock period utilization | a little over nine tenths |
| Gr ovfl total | 0 |
| Pwr dens | 43.2 nW/µm² |
| FP Core Util | a little under a third |
| Num rows | between 50 and 60 |
| Unrepaired setup endpoints after global routing | no |
| Critical-path top delay cell | clkdlybuf4s50_1 |
| Max-slew violations | 0 |
| Clock buffers | 0 |
| Critical path launch point type | primary input |
| Via/cell ratio | 6.00 |
| Iter 0 DRT Violations | 705 |
| Final Hold Violating Endpoints | 0 |
| Mapped cell area | 6670 µm² |
| I/O Buffers | about 67 |
| TNS Setup | 0 ns |
| CP endpoint kind | output pin |
| # setup viols final | 0 |
| Antenna violations before repair | 0 |
| First-pass GRT wire length | 36.6 mm |
| Logic area | about 6400 µm² |
| Seq Cell Count | 0 |
| Total number of vias | 7819 |
| Core footprint | 21800 µm² |
| Worst Hold Class | in2out |
| Final Wtd Congestion | 0.975 |
| Routed WL | 22.7 mm |
| Placed insts | 1302 |
| Synth Instances | 991 |
| Number of global-route vias before repair | 6852 |
| Drc violations | 0 |
| Max incr delay on CP | 0.71 ns |
| Worst Max-Slew Pin Slew | ~0.94 ns |
| FF/Latch Area | 0 µm² |
| Cell leakage power | approximately 0.003 µW |
| Largest net degree at the start of global routing | 49 |
| Routed len/inst | 17.4 µm |
| Cell mode on critical path | ha_1 |
| Max-Cap Viols | 0 |
| Yosys Warn Count | 0 |
| Layout cells sized above 1 | under 10% |
| Fill cell count | 2295 |
| Syn_area_per_cell | 6.73 µm² |
| Die width | 151 µm |
| WS Path Type | in2out |
| Yosys cell count | just under 1000 |
| Synthesis area per yosys | between 6000 and 7000 µm² |
| Area Growth Syn to Fin | 14.9% |
| Crit path max fanout | 13 |
| Routed Antenna Nets | 0 |
| Max-slew headroom | between 30% and 40% |
| Stage-log warning count | 35 |
| Post-route minimum period | about 22 ns |
| Detailed placement HPWL | between 15 and 20 mm |
| CP Data Arrival Time | between 15 and 20 ns |
| Drt first pass iters | 5 |
| Worst-case vdd ir drop | approximately 21 µV |
| Critical path required time | 18.08 ns |
| Final Instance Count excl. Fillers | 1303 |
| Peak Freq | 45.9 MHz |
## through the flow
stage          total power (µW)  hold WS (ns)  worst slack [ns]  util (%)  instance area, µm²
3_3_place_gp                326         10.29             0.806      34.8                7600
4_1_cts                     327         10.30             0.518      34.8                7600
2_1_floorplan               239          9.38              2.98         -                6670
3_5_place_dp                325         10.28             0.529      34.8                7600
6_report                    332         10.28             0.802      35.1                7670
5_1_grt                     364         10.38            0.0292      35.1                7670
## report_power, final
part           internal (µW)  switching [µW]  total, µW  leakage (µW)
Sequential                 0               0          0             0
Clock                      0               0          0             0
Combinational            139             193        332       0.00299
## layout make-up
cell class                 count  share of cell area [%]
inverter                      29                    1.42
multi-input combinational    906                    83.1
tap                          280                    4.57
timing repair buffer          88                    10.9
## layout by cell type (no fill, tap or decap), drive strengths merged, types with 7 or more instances in the layout
cell type,count
a211o,11
a211oi,22
a21boi,16
a21o,14
a21oi,68
a31o,7
a31oi,23
and2,17
buf,21
clkdlybuf4s50,65
ha,52
inv,29
mux2i,43
mux4,11
nand2,90
nand2b,12
nand3,39
nand4,22
nor2,124
nor2b,9
nor3,52
nor4,12
o211ai,8
o21a,15
o21ai,47
o22ai,7
o31ai,10
or3,18
xnor2,29
xor2,16
## path summary, 6_finish.rpt
kind              startpoint           to  slack (ns)  cells after the start
hold / removal      num1[31]  out_num[31]       10.28                      5
setup / recovery    num1[23]  out_num[29]        0.80                     46
## routing by layer
metal  global-route usage, %  wire, µm
met1                    31.5     11000
met2                    30.0      9530
met3                   0.983      1560
met4                    5.15       566
met5                       0         0
## cell families (layout without fill, tap and decap cells)
logic type,Yosys count,in the layout,share of synthesized area [%]
AOI/OAI and AO/OA,316,316,34.2
xor gates and xnor gates,46,46,6.24
adders and majority gates,53,53,10.1
buffers and inverters,85,117,5.46
muxes,59,59,11.3
and+or+nand+nor,432,432,32.8
## what timing repair did
| action | CTS | global route |
|---|---|---|
| gates resized | 0 | 14 |
| setup endpoints to repair | 0 | 11 |
| setup buffers | 0 | 1 |
| hold buffers | 0 | 0 |
## critical path: cells and delay by family
family / cells / cell delay [ns]
compound gates: 16 / 4.14
mux: 1 / 0.19
simple gates: 15 / 3.85
xor+xnor: 2 / 0.59
fa+ha+maj: 5 / 1.81
buf+inv: 7 / 2.18
## synthesized netlist by cell type (all sizes together) (5+ instances only)
cell type | n | area, µm²
mux4 | 11 | 248
and4 | 6 | 55.1
nand2b | 12 | 75.1
and3 | 6 | 37.5
mux2 | 5 | 60.1
xnor2 | 29 | 254
and2 | 17 | 106
o21ai | 47 | 239
mux2i | 43 | 443
o31ai | 10 | 93.8
o211ai | 8 | 73.8
a21o | 14 | 105
nor2b | 9 | 56.3
a31o | 7 | 70.1
a31oi | 23 | 144
o22ai | 7 | 43.8
a21oi | 68 | 344
a211o | 11 | 96.3
o21a | 15 | 113
nand2 | 90 | 340
buf | 27 | 146
ha | 52 | 651
o41ai | 6 | 60.1
xor2 | 16 | 140
a211oi | 22 | 188
or2 | 6 | 37.5
or3 | 18 | 118
a21boi | 16 | 124
inv | 29 | 109
nor3 | 52 | 295
nor2 | 124 | 465
nor4 | 12 | 90.1
clkbuf | 29 | 109
a22oi | 5 | 37.5
nand3 | 39 | 218
nand4 | 22 | 138
Power figures rest on the tool's default switching activity, not on a simulated workload.
