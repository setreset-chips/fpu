$ cat flow/config.mk
export PLATFORM = sky130hd
export DESIGN_NAME = finv
export DESIGN_NICKNAME = finv
export VERILOG_FILES = /design/flow/design.v
export SDC_FILE = /design/flow/constraint.sdc
export NUM_CORES = 4
export LEC_CHECK = 1
export CORE_UTILIZATION = 50
export SYNTH_HDL_FRONTEND = slang
$ cat flow/constraint.sdc
current_design finv

set clk_period 50.7
set clk_io_pct 0.2

create_clock -name clk0 -period $clk_period

set non_clock_inputs [all_inputs -no_clocks]
set_input_delay [expr $clk_period * $clk_io_pct] -clock clk0 $non_clock_inputs
set_output_delay [expr $clk_period * $clk_io_pct] -clock clk0 [all_outputs]
$ cat flow/design.v
module finv(
	input logic [31:0] num1,
	output logic [31:0] num_out
);
	logic [31:0] magic_number, temp_out;
	assign magic_number = 32'hBE6EB3BE;
	assign temp_out = ((magic_number - num1) >> 1);
	fmul f1 (temp_out, temp_out, 3'b000, num_out);
endmodule
module fmul (
	input logic [31:0] num1,
	input logic [31:0] num2,
	input logic [2:0] rm,
	output logic [31:0] out_mul
);
	logic sign;
	logic [7:0] expF;
	logic [23:0] mantissa;
	logic [23:0] mantissa1, mantissa2;
	logic [47:0] mantissaProd;
	assign mantissa1 = (num1 == 32'b0) ? 24'b0 : {1'b1, num1[22:0]};
	assign mantissa2 = (num2 == 32'b0) ? 24'b0 : {1'b1, num2[22:0]};
	assign sign = num1[31] ^ num2[31];
	int i;
	always_comb begin
		mantissaProd = mantissa1*mantissa2;
		expF = (num1[30:23] + num2[30:23]) - 8'h7F;
		mantissa = mantissaProd[47:24];
		i = 0;
		if (mantissa[23]) begin
			mantissa = mantissa << 1;
		 end else	
		if (mantissa[22]) begin
			mantissa = mantissa << 2;
			expF = expF - 1;
		end else if (mantissa[21]) begin
			mantissa = mantissa << 3;
			expF = expF - 2;
		end else if (mantissa[20]) begin
			mantissa = mantissa << 4;
			expF = expF - 3;
		end else if (mantissa[19]) begin
			mantissa = mantissa << 5;
			expF = expF - 4;
		end else if (mantissa[18]) begin
			mantissa = mantissa << 6;
			expF = expF - 5;
		end else if (mantissa[17]) begin
			mantissa = mantissa << 7;
			expF = expF - 6;
		end else if (mantissa[16]) begin
			mantissa = mantissa << 8;
			expF = expF - 7;
		end else if (mantissa[15]) begin
			mantissa = mantissa << 9;
			expF = expF - 8;
		end else if (mantissa[14]) begin
			mantissa = mantissa << 10;
			expF = expF - 9;
		end else if (mantissa[13]) begin
			mantissa = mantissa << 11;
			expF = expF - 10;
		end else if (mantissa[12]) begin
			mantissa = mantissa << 12;
			expF = expF - 11;
		end else if (mantissa[11]) begin
			mantissa = mantissa << 13;
			expF = expF - 12;
		end else if (mantissa[10]) begin
			mantissa = mantissa << 14;
			expF = expF - 13;
		end else if (mantissa[9]) begin
			mantissa = mantissa << 15;
			expF = expF - 14;
		end else if (mantissa[8]) begin
			mantissa = mantissa << 16;
			expF = expF - 15;
		end else if (mantissa[7]) begin
			mantissa = mantissa << 17;
			expF = expF - 16;
		end else if (mantissa[6]) begin
			mantissa = mantissa << 18;
			expF = expF - 17;
		end else if (mantissa[5]) begin
			mantissa = mantissa << 19;
			expF = expF - 18;
		end else if (mantissa[4]) begin
			mantissa = mantissa << 20;
			expF = expF - 19;
		end else if (mantissa[3]) begin
			mantissa = mantissa << 21;
			expF = expF - 20;
		end else if (mantissa[2]) begin
			mantissa = mantissa << 22;
			expF = expF - 21;
		end else if (mantissa[1]) begin
			mantissa = mantissa << 23;
			expF = expF - 22;
		end
		else begin
			expF = 8'b11111111;
		end
		expF = expF + 1;
	end
	round r0({sign, expF, mantissa[23:1]}, rm, out_mul);
endmodule
module round(
	input logic [31:0] num1,
	input logic [2:0] rm,
	output logic [31:0] rounded_num
);
	logic [31:0] rounded;
	logic [23:0] overflowCheck;
	logic [22:0] mask, mask2;
	int i, j;
	always_comb begin
		if(rm == 3'b000) begin  
			if (!num1[2]) begin  
				rounded = num1;
			end
			else begin
				if (num1[1:0] == 2'b00) begin  
					if (num1[3]) begin  
						overflowCheck = {1'b0, num1[22:0]};
						overflowCheck = overflowCheck+1;
						if (overflowCheck[23]) begin 
							rounded = {num1[31], num1[30:23]+1'b1, overflowCheck[22:0]};
						end
						else begin
							rounded = {num1[31:23], overflowCheck[22:0]};
						end
					end else begin  
						rounded = num1;
					end
				end
				else begin  
					overflowCheck = {1'b0, num1[22:0]};
					overflowCheck = overflowCheck+1;
					if (overflowCheck[23]) begin
						rounded = {num1[31], num1[30:23]+1'b1, overflowCheck[22:0]};
					end
					else begin
						rounded = {num1[31:23], overflowCheck[22:0]};
					end
				end
			end
		end 
		else if (rm == 3'b001) begin  
			i = 32'(signed'(num1[30:23] - 8'h7F));
			if(i > 0 && i < 23) begin  
				mask = 23'b11111111111111111111111;
				mask = mask >> i; 
				mask = ~mask; 
				rounded = {num1[31:23], (num1[22:0]&mask)};
			end 
			else if (i == 0) begin
				rounded = 32'h3F800000;
			end
			else if (i > 23) begin
				rounded = num1;
			end 
			else begin  
				rounded = 32'b0;
			end
		end
		else if (rm == 3'b010) begin  
			if (!num1[31]) begin  
				i = 32'(signed'(num1[30:23] - 8'h7F));
				if(i > 0 && i < 23) begin  
					mask = 23'b11111111111111111111111;
					mask = mask >> i; 
					mask = ~mask; 
					rounded = {num1[31:23], (num1[22:0]&mask)};
				end 
				else if (i == 0) begin
					rounded = 32'h3F800000;
				end
				else if (i > 23) begin
					rounded = num1;
				end 
				else begin  
					rounded = 32'b0;
				end
			end 
			else begin  
				i = 32'(signed'(num1[30:23] - 8'h7F));
				if(i > 0 && i < 23) begin  
					mask = 23'b11111111111111111111111;
					mask2 = 23'b10000000000000000000000;
					mask = mask >> i; 
					mask2 = mask2 >> (i-1);  
					mask = ~mask; 
					mask = num1[22:0] & mask;
					overflowCheck = {1'b0, mask};
					overflowCheck = overflowCheck + mask2;
					if (overflowCheck[23]) begin
						rounded = {num1[31], (num1[30:23]+1'b1), num1[22:0]};
					end
					else begin
						rounded = {num1[31:23], overflowCheck[22:0]};
					end
				end 
				else if (i == 0) begin
					rounded = 32'h40000000;
				end
				else if (i > 23) begin
					rounded = num1;
				end 
				else begin  
					rounded = 32'b0;
				end
			end
		end
		else if (rm == 3'b011) begin  
			if (num1[31]) begin  
				i = 32'(signed'(num1[30:23] - 8'h7F));
				if(i > 0 && i < 23) begin  
					mask = 23'b11111111111111111111111;
					mask = mask >> i; 
					mask = ~mask; 
					rounded = {num1[31:23], (num1[22:0]&mask)};
				end 
				else if (i == 0) begin
					rounded = 32'h3F800000;
				end
				else if (i > 23) begin
					rounded = num1;
				end 
				else begin  
					rounded = 32'b0;
				end
			end 
			else begin  
				i = 32'(signed'(num1[30:23] - 8'h7F));
				if(i > 0 && i < 23) begin  
					mask = 23'b11111111111111111111111;
					mask2 = 23'b10000000000000000000000;
					mask = mask >> i; 
					mask2 = mask2 >> (i-1);  
					mask = ~mask; 
					mask = num1[22:0] & mask;
					overflowCheck = {1'b0, mask};
					overflowCheck = overflowCheck + mask2;
					if (overflowCheck[23]) begin
						rounded = {num1[31], (num1[30:23]+1'b1), num1[22:0]};
					end
					else begin
						rounded = {num1[31:23], overflowCheck[22:0]};
					end
				end 
				else if (i == 0) begin
					rounded = 32'h40000000;
				end
				else if (i > 23) begin
					rounded = num1;
				end 
				else begin  
					rounded = 32'b0;
				end
			end
		end
		else if (rm == 3'b100) begin  
			i = 32'(signed'(num1[30:23] - 8'h7F));
			if(i > 0 && i < 23) begin  
				mask = 23'b11111111111111111111111;
				mask2 = 23'b10000000000000000000000;
				mask = mask >> i; 
				mask2 = mask2 >> (i-1);  
				mask = ~mask; 
				mask = num1[22:0] & mask;
				overflowCheck = {1'b0, mask};
				overflowCheck = overflowCheck + mask2;
				if (overflowCheck[23]) begin
					rounded = {num1[31], (num1[30:23]+1'b1), num1[22:0]};
				end
				else begin
					rounded = {num1[31:23], overflowCheck[22:0]};
				end
			end 
			else if (i == 0) begin
				rounded = 32'h40000000;
			end
			else if (i > 23) begin
				rounded = num1;
			end 
			else begin  
				rounded = 32'b0;
			end
		end
		else begin  
			if (!num1[2]) begin  
				rounded = num1;
			end
			else begin
				if (num1[1:0] == 2'b00) begin  
					if (num1[3]) begin  
						overflowCheck = {1'b0, num1[22:0]};
						overflowCheck = overflowCheck+1;
						if (overflowCheck[23]) begin 
							rounded = {num1[31], num1[30:23]+1'b1, overflowCheck[22:0]};
						end
						else begin
							rounded = {num1[31:23], overflowCheck[22:0]};
						end
					end else begin  
						rounded = num1;
					end
				end
				else begin  
					overflowCheck = {1'b0, num1[22:0]};
					overflowCheck = overflowCheck+1;
					if (overflowCheck[23]) begin
						rounded = {num1[31], num1[30:23]+1'b1, overflowCheck[22:0]};
					end
					else begin
						rounded = {num1[31:23], overflowCheck[22:0]};
					end
				end
			end
		end
	end
	assign rounded_num = rounded;
endmodule
$ cat flow/run.sh
#!/bin/bash
# OpenROAD 26Q1-2900-gdf79404cd8, Yosys 0.63+post, stock flow scripts
make -C /OpenROAD-flow-scripts/flow DESIGN_CONFIG=/design/flow/config.mk WORK_HOME=/design/flow/orfs finish
==> results.json <==
{
  "status": "finished clean",
  "hold_buffers": 0,
  "crit_top_cell": "fa_1",
  "drv_cap": 0,
  "synthMuxAreaShare_pct": 0.585,
  "grt_overflow": 0,
  "path_max_fanout": 27,
  "place.gp.congestion": 1.03,
  "io_pins": 64,
  "synth_cell_types": 99,
  "num_vias": 21764,
  "grt_pass1_wl_um": 131000,
  "topCellsByArea": "fa_1 37%, ha_1 10%, inv_1 9.2%",
  "fill_cells": 4326,
  "final-seq-area_um2": 0,
  "synth_warnings": 0,
  "port_buffers": 63,
  "finalSetupTns_ps": 0,
  "worstSetupEndpointType": "primary output",
  "syn_area_per_cell_um2": 7.85,
  "place_area_um2": 24400,
  "cts_resized": 0,
  "setup_viol": 0,
  "yosysTopAreaCell": "fa_1",
  "antenna_found_initial": 0,
  "fmax_ghz": 0.0297,
  "hpwl_um": 63500,
  "logic_area_um2": 20300,
  "fin_crit_ps": 33680,
  "initial_utilization_pct": 50.8,
  "dpl_worst_slack_ps": 17390,
  "ys_cells": 2943,
  "rows": 78,
  "warnings": 49,
  "period_used_pct": 66.4,
  "slew_headroom_pct": 35.0,
  "antenna_left": 0,
  "worstSetupPathType": "in2out",
  "dieWidth_um": 217,
  "drive_above_1_share_pct": 5.18,
  "cp.arrival_ps": 23540,
  "top_cell": "inv_1",
  "ys_seq_share_pct": 0,
  "worstMarginPinSlew_ps": 965,
  "netlist_area_um2": 23100,
  "hold_end": "num_out[29]",
  "drt_iter0_markers": 1862,
  "dr.pass1.iters": 8,
  "antenna_cells": 0,
  "grt_usage_pct": 38.2,
  "critPathLaunchType": "primary input",
  "grt_pass1_vias": 22964,
  "grt_max_degree": 38,
  "xor_area_share_pct": 3.91,
  "holdPathStages": 8,
  "core_um2": 45500,
  "critPathSlowestCell": "o21ai_0",
  "simple_gate_share_pct": 16.0,
  "routed_wl_um": 80700,
  "yosysChipArea_um2": 23100,
  "hold_viol_final": 0,
  "finalMaxSlewViolations": 0,
  "postSynthCellCount": 2943,
  "synthAoiAreaFrac_pct": 20.1,
  "min-delay-start": "num1[29]",
  "hp-class": "in2out",
  "post-route-drc-count": 0,
  "post_cts_buffers": 0,
  "syn2layout_area_growth_pct": 5.80,
  "wl_per_cell_um": 23.0,
  "rsz0062_at_grt": "false",
  "max_stage_delay_ps": 700,
  "top_logic_kind": "adder cells",
  "seq_cell_count": 0,
  "yosysTopAreaCellShare_pct": 36.7,
  "chip_area_um2": 47100,
  "clkbuf_count": 0,
  "ys_sh_adder_pct": 47.0,
  "vias_per_cell": 6.19,
  "stdcell_area_um2": 24400,
  "crit_required_ps": 40560,
  "die_h_um": 217,
  "setup_ws_ps": 17020,
  "netlist_top_cells_count": "564 x inv_1, 424 x fa_1, 266 x nand2_1"
}
## placed cells by master (no fill, tap or decap), drive strengths merged, types with 18 or more instances in the layout
cell | synthesis | routed
a21o | 20 | 20
a31oi | 31 | 31
clkdlybuf4s50 | 0 | 63
nand2b | 21 | 21
o21ai | 140 | 140
fa | 424 | 424
o211ai | 43 | 43
a211oi | 28 | 28
ha | 190 | 190
nand3 | 47 | 47
a21oi | 155 | 155
o21a | 18 | 18
nand2 | 267 | 267
xnor2 | 62 | 62
xor2 | 41 | 41
o2111ai | 18 | 18
o221ai | 22 | 22
nor2 | 250 | 250
nand4 | 37 | 37
nor3 | 52 | 52
a221oi | 25 | 25
o22ai | 18 | 18
buf | 54 | 82
nor4 | 23 | 23
and3 | 18 | 18
inv | 565 | 565
## worst max-delay path: cells and delay by family
kind	cells	cell delay [ps]
adder cells (fa/ha/maj)	10	4550
AND-OR/OR-AND	9	3180
AND/OR/NAND/NOR	9	2730
buffers and inverters	7	2100
XOR/XNOR	3	790
## logic make-up after synthesis
group                      Yosys count
xor gates and xnor gates           103
and+or+nand+nor                    792
other                                1
AOI/OAI and AO/OA                  678
muxes                               13
adders and majority gates          614
buffers and inverters              742
## cell type report
class	count	area share, %
multi-input cells	2201	83.1
inverters	568	8.72
repair buffers	145	5.10
well taps	600	3.07
## routing by layer
| metal | wire length [µm] | track usage (%) | vias up |
|---|---|---|---|
| met1 | 31000 | 53.5 | 10452 |
| met2 | 35700 | 56.2 | 1328 |
| li1 | - | - | 9762 |
| met4 | 3340 | 12.3 | 2 |
| met5 | 59 | 1.15 | - |
| met3 | 10600 | 15.1 | 220 |
## through the flow
stage	utilization [%]	std cells	hold WS [ps]
floorplan	-	2943	20920
global route	53.7	3514	22180
detailed placement	53.7	3514	22070
finish	53.7	3514	22090
global placement	53.7	3514	22080
CTS	53.7	3514	22090
## worst max-delay path by stage
stage	cells past startpoint	to	startpoint
final	38	num_out[29]	num1[1]
after global routing	38	num_out[29]	num1[1]
after CTS	38	num_out[29]	num1[0]
