==> /design/flow/design.v <==
module fcvrt_w(
	input logic [31:0] num1,  
	input logic [2:0] rm,  
	output logic [31:0] out_num  
); 
	logic [31:0] rounded_num, final_int;
	int i;
	logic [31:0] mantissa;
	round r0(num1, rm, rounded_num);
	always_comb begin
		if (rounded_num[30:23] >= 158 && rounded_num[31]) begin
			final_int = 32'h7FFFFFFF;
		end else if (rounded_num[30:23] >= 158 && !rounded_num[31]) begin
			final_int = 32'h10000000;
		end else if (rounded_num[30:23] < 127) begin
			final_int = 32'h00000000;
		end else begin
			i = 32'(32'(rounded_num[30:23]) - 127);
			final_int = 32'h00000001;
			final_int = final_int << i;
			mantissa = {num1[22:0], 9'b000000000};
			mantissa = mantissa >> (32-i);
			final_int = final_int + mantissa;
		end
	end
	assign out_num = num1[31] ? (~final_int+1'b1) : final_int;
endmodule
module round(
	input logic [31:0] num1,
	input logic [2:0] rm,
	output logic [31:0] rounded_num
);
	logic [31:0] rounded;
	logic [23:0] overflowCheck;
	logic [22:0] mask, mask2;
	int i, j;
	always_comb begin
		if(rm == 3'b000) begin  
			if (!num1[2]) begin  
				rounded = num1;
			end
			else begin
				if (num1[1:0] == 2'b00) begin  
					if (num1[3]) begin  
						overflowCheck = {1'b0, num1[22:0]};
						overflowCheck = overflowCheck+1;
						if (overflowCheck[23]) begin 
							rounded = {num1[31], num1[30:23]+1'b1, overflowCheck[22:0]};
						end
						else begin
							rounded = {num1[31:23], overflowCheck[22:0]};
						end
					end else begin  
						rounded = num1;
					end
				end
				else begin  
					overflowCheck = {1'b0, num1[22:0]};
					overflowCheck = overflowCheck+1;
					if (overflowCheck[23]) begin
						rounded = {num1[31], num1[30:23]+1'b1, overflowCheck[22:0]};
					end
					else begin
						rounded = {num1[31:23], overflowCheck[22:0]};
					end
				end
			end
		end 
		else if (rm == 3'b001) begin  
			i = 32'(signed'(num1[30:23] - 8'h7F));
			if(i > 0 && i < 23) begin  
				mask = 23'b11111111111111111111111;
				mask = mask >> i; 
				mask = ~mask; 
				rounded = {num1[31:23], (num1[22:0]&mask)};
			end 
			else if (i == 0) begin
				rounded = 32'h3F800000;
			end
			else if (i > 23) begin
				rounded = num1;
			end 
			else begin  
				rounded = 32'b0;
			end
		end
		else if (rm == 3'b010) begin  
			if (!num1[31]) begin  
				i = 32'(signed'(num1[30:23] - 8'h7F));
				if(i > 0 && i < 23) begin  
					mask = 23'b11111111111111111111111;
					mask = mask >> i; 
					mask = ~mask; 
					rounded = {num1[31:23], (num1[22:0]&mask)};
				end 
				else if (i == 0) begin
					rounded = 32'h3F800000;
				end
				else if (i > 23) begin
					rounded = num1;
				end 
				else begin  
					rounded = 32'b0;
				end
			end 
			else begin  
				i = 32'(signed'(num1[30:23] - 8'h7F));
				if(i > 0 && i < 23) begin  
					mask = 23'b11111111111111111111111;
					mask2 = 23'b10000000000000000000000;
					mask = mask >> i; 
					mask2 = mask2 >> (i-1);  
					mask = ~mask; 
					mask = num1[22:0] & mask;
					overflowCheck = {1'b0, mask};
					overflowCheck = overflowCheck + mask2;
					if (overflowCheck[23]) begin
						rounded = {num1[31], (num1[30:23]+1'b1), num1[22:0]};
					end
					else begin
						rounded = {num1[31:23], overflowCheck[22:0]};
					end
				end 
				else if (i == 0) begin
					rounded = 32'h40000000;
				end
				else if (i > 23) begin
					rounded = num1;
				end 
				else begin  
					rounded = 32'b0;
				end
			end
		end
		else if (rm == 3'b011) begin  
			if (num1[31]) begin  
				i = 32'(signed'(num1[30:23] - 8'h7F));
				if(i > 0 && i < 23) begin  
					mask = 23'b11111111111111111111111;
					mask = mask >> i; 
					mask = ~mask; 
					rounded = {num1[31:23], (num1[22:0]&mask)};
				end 
				else if (i == 0) begin
					rounded = 32'h3F800000;
				end
				else if (i > 23) begin
					rounded = num1;
				end 
				else begin  
					rounded = 32'b0;
				end
			end 
			else begin  
				i = 32'(signed'(num1[30:23] - 8'h7F));
				if(i > 0 && i < 23) begin  
					mask = 23'b11111111111111111111111;
					mask2 = 23'b10000000000000000000000;
					mask = mask >> i; 
					mask2 = mask2 >> (i-1);  
					mask = ~mask; 
					mask = num1[22:0] & mask;
					overflowCheck = {1'b0, mask};
					overflowCheck = overflowCheck + mask2;
					if (overflowCheck[23]) begin
						rounded = {num1[31], (num1[30:23]+1'b1), num1[22:0]};
					end
					else begin
						rounded = {num1[31:23], overflowCheck[22:0]};
					end
				end 
				else if (i == 0) begin
					rounded = 32'h40000000;
				end
				else if (i > 23) begin
					rounded = num1;
				end 
				else begin  
					rounded = 32'b0;
				end
			end
		end
		else if (rm == 3'b100) begin  
			i = 32'(signed'(num1[30:23] - 8'h7F));
			if(i > 0 && i < 23) begin  
				mask = 23'b11111111111111111111111;
				mask2 = 23'b10000000000000000000000;
				mask = mask >> i; 
				mask2 = mask2 >> (i-1);  
				mask = ~mask; 
				mask = num1[22:0] & mask;
				overflowCheck = {1'b0, mask};
				overflowCheck = overflowCheck + mask2;
				if (overflowCheck[23]) begin
					rounded = {num1[31], (num1[30:23]+1'b1), num1[22:0]};
				end
				else begin
					rounded = {num1[31:23], overflowCheck[22:0]};
				end
			end 
			else if (i == 0) begin
				rounded = 32'h40000000;
			end
			else if (i > 23) begin
				rounded = num1;
			end 
			else begin  
				rounded = 32'b0;
			end
		end
		else begin  
			if (!num1[2]) begin  
				rounded = num1;
			end
			else begin
				if (num1[1:0] == 2'b00) begin  
					if (num1[3]) begin  
						overflowCheck = {1'b0, num1[22:0]};
						overflowCheck = overflowCheck+1;
						if (overflowCheck[23]) begin 
							rounded = {num1[31], num1[30:23]+1'b1, overflowCheck[22:0]};
						end
						else begin
							rounded = {num1[31:23], overflowCheck[22:0]};
						end
					end else begin  
						rounded = num1;
					end
				end
				else begin  
					overflowCheck = {1'b0, num1[22:0]};
					overflowCheck = overflowCheck+1;
					if (overflowCheck[23]) begin
						rounded = {num1[31], num1[30:23]+1'b1, overflowCheck[22:0]};
					end
					else begin
						rounded = {num1[31:23], overflowCheck[22:0]};
					end
				end
			end
		end
	end
	assign rounded_num = rounded;
endmodule
==> /design/flow/run.sh <==
#!/bin/bash
# OpenROAD 26Q1-2900-gdf79404cd8, Yosys 0.63+post, stock flow scripts
make -C /OpenROAD-flow-scripts/flow DESIGN_CONFIG=/design/flow/config.mk WORK_HOME=/design/flow/orfs finish
==> /design/flow/config.mk <==
export PLATFORM = sky130hd
export DESIGN_NAME = fcvrt_w
export DESIGN_NICKNAME = fcvrt_w
export VERILOG_FILES = /design/flow/design.v
export SDC_FILE = /design/flow/constraint.sdc
export NUM_CORES = 4
export LEC_CHECK = 1
export CORE_UTILIZATION = 40
export SYNTH_HDL_FRONTEND = slang
==> /design/flow/constraint.sdc <==
current_design fcvrt_w

set clk_period 23.7
set clk_io_pct 0.2

create_clock -name clk0 -period $clk_period

set non_clock_inputs [all_inputs -no_clocks]
set_input_delay [expr $clk_period * $clk_io_pct] -clock clk0 $non_clock_inputs
set_output_delay [expr $clk_period * $clk_io_pct] -clock clk0 [all_outputs]
==> impl_metrics.json <==
{
  "hp-start": "num1[31]",
  "ir_drop_mv": 0.01837,
  "yosysTopAreaCellShare_pct": 9.574,
  "track_usage_pct": 28.03,
  "overflow": 0,
  "dp_hpwl_mm": 22.11,
  "seq_cell_count": 0,
  "netlist_area_sq_um": 7841,
  "rsz0062_at_grt": "false",
  "wl_mm": 27.92,
  "ys_top_cells_by_count": "nor2_1 (197), nand2_1 (109), a21oi_1 (84), o21ai_0 (65), ha_1 (60)",
  "synthCells": 1209,
  "wl_met3_mm": 2.349,
  "avgSynthCellArea_sq_um": 6.486,
  "synth_top_cell_by_area": "ha_1",
  "cp.required_ps": 18960,
  "crit_type": "primary input to output port",
  "ys_types": 97,
  "core_util_floorplan_pct": 41.37,
  "worst_pin_slew_ps": 966.6,
  "power_density_nw_per_um2": 41.75,
  "core.rowCount": 50,
  "yosysWarnings": 0,
  "critPathMaxStageDelay_ps": 690,
  "cp_max_fo": 27,
  "drt-initial-drc-count": 1103,
  "hold_path_depth": 5,
  "end_kind": "output port",
  "status": "complete, no violations",
  "period_minus_slack_ps": 22550,
  "wl_met1_mm": 13.49,
  "antenna_left": 0,
  "whs_endpoint": "out_num[28]",
  "log.warning_count": 36,
  "maxSlewViolCount": 0,
  "hold_viol": 0,
  "area_delta_synth_final_pct": 10.74,
  "n_antenna_cell": 0,
  "ff_latch_area_sq_um": 0,
  "ioPinCount": 67,
  "synthTopCellsByArea": "ha_1 (9.6%), nor2_1 (9.4%), mux4_2 (5.7%)",
  "drive_gt1_share_pct": 7.231,
  "vias_per_cell": 6.420,
  "ys_cells": 1209,
  "drc": 0,
  "min_path_type": "primary input to output port",
  "start_kind": "primary input",
  "yosysChipArea_sq_um": 7841,
  "dp_cells": 1475,
  "final.setup.tns_ps": 0,
  "ys_seq_share_pct": 0,
  "fp.dieArea_sq_um": 20170,
  "cap_violations": 0,
  "wire_per_inst_um": 18.90,
  "gp_congestion": 1.001,
  "antenna_found_initial": 0,
  "nClkBuffers": 0,
  "slowest_stage": "or4b_2",
  "port_buffers": 67,
  "via_count": 9482,
  "core_sq_um": 18960,
  "die_y_um": 142.0,
  "grt_max_degree": 59,
  "finalNonFillerCells": 1477,
  "top_cell": "nor2_1",
  "finalCritPeriodShare_pct": 95.16,
  "setup_violations": 0,
  "cp.arrival_ps": 17810,
  "grt_pass1_wl_mm": 45.31,
  "drt_pre_antenna_iters": 5,
  "grt_pass1_vias": 8353,
  "die-width_um": 142.0,
  "top_layer": "met4",
  "p_leak_nw": 3.417,
  "max_clock_freq_mhz": 44.34,
  "wl_met2_mm": 11.55,
  "relSlewSlack_pct": 35.10
}
-- layout by cell type, fill, tap and decap left out, drive strengths merged, types with 15 or more instances in the layout --
master         Yosys  final
mux2i             25     25
nand2            109    109
buf               28     22
mux4              20     20
a31oi             18     18
nor3              40     40
nand3             42     42
nand2b            16     16
o22ai             15     15
o21a              23     23
xnor2             39     39
ha                60     60
o21ai             73     73
inv               33     33
clkdlybuf4s50      0     64
nand4             31     31
nor2             199    199
xor2              23     23
a21oi             84     84
and3              16     16
or3               18     18
-- per-layer routing --
| layer | track usage, % | up-vias |
|---|---|---|
| met2 | 40.84 | 509 |
| li1 | - | 4588 |
| met1 | 44.45 | 4334 |
| met4 | 5.433 | 0 |
| met3 | 2.879 | 51 |
| met5 | 0 | - |
-- metrics by stage --
| stage | hold slack, ps | utilization [%] | power, mW | cell area (sq um) | setup WS (ps) |
|---|---|---|---|---|---|
| 6_report | 10520 | 45.81 | 0.3625 | 8683 | 1147 |
| 5_1_grt | 10540 | 45.81 | 0.3983 | 8683 | 11.27 |
| 4_1_cts | 10490 | 45.59 | 0.3541 | 8642 | 597.9 |
| 3_5_place_dp | 10490 | 45.59 | 0.3524 | 8642 | 643.2 |
| 3_3_place_gp | 10500 | 45.59 | 0.3543 | 8642 | 913.3 |
| 2_1_floorplan | 9930 | - | 0.2486 | 7841 | 2523 |
-- where the power goes --
| part | total [mW] | switching, mW | internal (mW) |
|---|---|---|---|
| sequential | 0 | 0 | 0 |
| clock | 0 | 0 | 0 |
| combinational | 0.363 | 0.214 | 0.148 |
-- cell type report --
type | instances | area (sq um)
Fill cell | 1947 | 10270
Inverter | 34 | 127.6
Multi-Input combinational cell | 1095 | 7402
Tap cell | 260 | 325.3
Timing Repair Buffer | 88 | 828.3
-- worst max-delay path: cells and delay by family --
| family | cells | cell delay (ps) |
|---|---|---|
| AND-OR/OR-AND | 12 | 3700 |
| XOR/XNOR | 1 | 230 |
| adder cells (fa/ha/maj) | 5 | 1550 |
| buffers and inverters | 7 | 2060 |
| AND/OR/NAND/NOR | 18 | 5500 |
-- timing repair --
item,in CTS,in global routing
resized,0,6
hold buffers,0,0
buffers inserted,0,2
setup endpoints to repair,0,8
-- worst max path at each step --
stage                 slack [ps]      from           to
after global routing          10  num1[23]  out_num[31]
after CTS                    600  num1[24]  out_num[31]
final                       1150  num1[23]  out_num[31]
-- kinds of logic (layout without fill, tap and decap cells) --
group / count (synthesis) / in the layout / synth area share (%)
AOI/OAI and AO/OA: 385 / 385 / 33.92
adders and majority gates: 62 / 62 / 9.957
muxes: 45 / 45 / 8.936
xor gates and xnor gates: 62 / 62 / 7.117
buffers and inverters: 114 / 122 / 6.032
and+or+nand+nor: 541 / 541 / 34.04
Power is estimated from default activity; no workload was simulated.
